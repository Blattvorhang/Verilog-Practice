--- config.mk ---
export PLATFORM = sky130hd
export DESIGN_NAME = Factorial
export DESIGN_NICKNAME = Factorial
export VERILOG_FILES = /design/flow/design.v
export SDC_FILE = /design/flow/constraint.sdc
export NUM_CORES = 4
export LEC_CHECK = 1
export CORE_UTILIZATION = 40
--- constraint.sdc ---
current_design Factorial

set clk_period 13.8
set clk_io_pct 0.2

create_clock -name clk0 -period $clk_period [get_ports {clk}]

set non_clock_inputs [all_inputs -no_clocks]
set_input_delay [expr $clk_period * $clk_io_pct] -clock clk0 $non_clock_inputs
set_output_delay [expr $clk_period * $clk_io_pct] -clock clk0 [all_outputs]
--- design.v ---
`timescale 1ns / 1ps
module Factorial(
        input clk,
        input rst,
        input start,
        input [3:0] n,   
        output reg [31:0] fac,
        output reg done
    );
    localparam IDLE = 2'b00;
    localparam CALC = 2'b01;
    localparam DONE = 2'b10;
    reg [1:0] state, next_state;
    reg [3:0] i, next_i;
    reg [3:0] n_reg;
    reg [31:0] fac_tmp, next_fac_tmp;
    reg cnt_en, cal_en;
    initial begin
        state = IDLE;
        i = 1;
        n_reg = 0;
        fac_tmp = 1;
        done = 0;
    end
    always @(posedge clk) begin
        if (rst) state <= IDLE;
        else state <= next_state;
    end
    always @(*) begin
        next_state = state;
        case (state)
            IDLE: begin
                if (start) begin
                    next_state = CALC;
                    n_reg = n;
                end
            end
            CALC: begin
                if (i == n_reg)
                    next_state = DONE;
            end
            DONE: begin
                next_state = IDLE;
                n_reg = 0;
            end
        endcase
    end
    always @(*) begin
        cnt_en = 0;
        cal_en = 0;
        case (state)
            IDLE: begin
                cnt_en = 0;
                cal_en = 0;
                done = 0;
            end
            CALC: begin
                cnt_en = 1;
                cal_en = 1;
                done = 0;
            end
            DONE: begin
                cnt_en = 0;
                cal_en = 0;
                done = 1;
            end
        endcase
    end
    always @(posedge clk) begin
        if (rst) i <= 1;
        else i <= next_i;
    end
    always @(*) begin
        if (cnt_en) next_i = i + 1;
        else next_i = 1;
    end
    always @(posedge clk) begin
        if (rst) fac_tmp <= 1;
        else fac_tmp <= next_fac_tmp;
    end
    always @(*) begin
        if (cal_en) next_fac_tmp = fac_tmp * i;
        else next_fac_tmp = 1;
    end
    always @(*) begin
        if (state == DONE)
            fac = fac_tmp;
        else
            fac = 0;
    end
endmodule
--- run.sh ---
#!/bin/bash
# OpenROAD 26Q1-2900-gdf79404cd8, Yosys 0.63+post, stock flow scripts
make -C /OpenROAD-flow-scripts/flow DESIGN_CONFIG=/design/flow/config.mk WORK_HOME=/design/flow/orfs finish
==> notes.md <==
The flow ran to the end, and the final reports show no timing, DRC or antenna violations. For the area taken by flip-flops and latches, the log shows 836 um2. Per the TritonCTS log, the buffer count is 5.

Setup repair after global routing left no endpoint under its margin. The run gives 1 for the count of yosys warnings during synthesis. The power per unit of standard cell area works out to 52.5 nW/um2. The run gives 46.4% as the core utilization of the finished layout.

Summed over all layers, the global routing overflow is 0. In the log, the iteration count for the first detailed-route pass is 4. The type of destination of the critical path was an output port. The area taken by multi-input combinational cells is reported as 4050 um2. After detailed routing, the number of remaining DRC violations is 0.

6 endpoints have no timing constraint. After floorplanning, the core was divided into 42 placement rows. In this run the deepest clock path goes through 2 buffers. For the number of antenna cells inserted, the log shows 0. Per the placement log, port buffering inserted 39 buffers. The worst path uses 36.4% of the clock period. Entering global routing, the biggest net connects 32 pins. The final estimated routing congestion in global placement was 0.876; the number of global-route vias before repair was 4384. The run gives 0.713 ns for the transition time of the tightest slew-check pin.

For this run the detailed placement stage logged an HPWL of 8580 um. OpenSTA lists the critical path endpoint as fac[31]. The filler cells instantiated in the layout total 1323. TritonCTS built the clock tree.

The path type of the worst min-delay path was register to register. In the floorplan report the effective utilization is 40.9%. The register with the most flip-flops in the layout has 32 of them. Per the run report, area growth between synthesis and finish was 13.3%. For the netlist area before placement, the log shows 5420 um2.

In the Yosys stats the netlist draws on 62 distinct library cells. Pin placement for this block handled 40 I/O pins. STA classifies the critical path startpoint as a register.

Looking at the critical path, the highest net fanout was 20. Per the OpenROAD floorplan log, the area of the core is 13200 um2. Summed over all failing endpoints, the final setup total negative slack is 0 ns.

For reference, the critical path is launched at state[0]. The logs give 69.8 uV for the worst IR drop on VDD and 669 for the yosys cell count. For the number of antenna violations at the first check in global routing, the log shows 0. Clock latency on the worst-skew pair, taken at its later pin, is 0.28 ns. The number of maximum-capacitance violations recorded for the run is 0.

The critical path class is register to output port. The count of tool warnings was 28. The routed design has 11400 um of wire.

The synthesis report gives the async set-or-reset register share as 0%. The instance tally after logic synthesis was 669. The synthesized design contains 0 enable-type register cells.

The final hold violation count is 0. Ranking logic cells in the layout by count gives the top entries sky130_fd_sc_hd__and2_1 (120), sky130_fd_sc_hd__inv_1 (116), sky130_fd_sc_hd__nand2_1 (68). The run gives 6.29% for the share of post-route cells with drive strength above 1. The most frequent logic cell in the layout is sky130_fd_sc_hd__and2_1. The count of unclocked register or latch pins was 5; the setup slack on the worst flop-to-flop path was 9.70 ns. In the synthesis report, Yosys lists the chip area as 5420 um2. Per-instance average area after synthesis: 8.10 um2. Per the timing report, the most critical flop-to-flop path finishes at fac_tmp[23].

For this design the static power due to leakage is 2.76 nW. The run gives 2.27 ns for the worst path arrival time. In this run the post-CTS setup repair buffer count came out at 0. The DRC violation total after the first TritonRoute iteration came out at 178. For this run, the top clock speed supported by timing is 199 MHz. The worst slew margin relative to its limit came out at 52.4%. The final timing report lists clock skew as 0.00524 ns.

The vertical die size was 118 um. The cell sitting at the root of the clock tree is a sky130_fd_sc_hd__clkbuf_16. Counting I/O delays and the setup requirement, the final critical path takes 5.03 ns. For the worst reg-to-reg path, the startpoint reported by OpenROAD is i[2]. The detail route stage leaves a number of antenna-violating nets equal to 0. For the worst flop-to-flop path, the logic depth is 13. The first global-routing pass estimated 20400 um of wire.

The number of synthesized register bits is 43, and the chip area is 14000 um2. The count of vias placed by the detailed router is 4298, and the hold-critical path depth is 2. TritonRoute output was used to compute an average wire per cell of 13.0 um. The clock-pin slew reported for the worst setup and hold paths after clock tree synthesis was 0.06 ns.

Hold-fix buffer count after cts: 0. With the post-detailed-route via-to-cell ratio at 4.91, the width of the die is 118 um. The overall fraction of global-route tracks in use was 18.2%; the number of instances resized during post-cts repair was 0. The run gives 11.04 ns as the required time reported for the critical path endpoint. Looking at the cell usage after synthesis, the top flip-flop cell is sky130_fd_sc_hd__dfxtp_1. The run gives 0 as the final number of max-transition violations.

CTS built an H-tree with a depth of 2. The number of failing setup endpoints in the final timing report is 0.
[layer usage]
metal | track usage [%] | share of wire [%] | vias to the layer above
met4 | 1.66 | 0.97 | 0
li1 | - | - | 2148
met1 | 28.9 | 51 | 2070
met5 | 0 | 0 | -
met2 | 28.7 | 45 | 72
met3 | 2.17 | 3.5 | 8
[worst max-delay path, cell delays in order (launching register included)]
cell and delay [ns]:
sky130_fd_sc_hd__dfxtp_1 0.34, sky130_fd_sc_hd__inv_1 0.09, sky130_fd_sc_hd__ha_1 0.57, sky130_fd_sc_hd__buf_4 0.36, sky130_fd_sc_hd__and2_1 0.16, sky130_fd_sc_hd__clkdlybuf4s50_1 0.46
[worst min-delay path by stage]
stage	startpoint	to	slack, ns
4_1_cts	fac_tmp[0]	fac_tmp[0]	0.51
5_1_grt	state[0]	state[0]	0.53
6_report	state[0]	state[0]	0.51
[Yosys cell counts (3+ instances only)]
cell	count	area share, %
sky130_fd_sc_hd__xnor2_1	19	3.1
sky130_fd_sc_hd__nor2_1	29	2.0
sky130_fd_sc_hd__inv_1	116	8.0
sky130_fd_sc_hd__and3_1	3	0.35
sky130_fd_sc_hd__a31oi_1	4	0.46
sky130_fd_sc_hd__nand3_1	8	0.74
sky130_fd_sc_hd__dfxtp_1	38	14
sky130_fd_sc_hd__nand2_1	68	4.7
sky130_fd_sc_hd__clkbuf_1	20	1.4
sky130_fd_sc_hd__o21ai_0	10	0.92
sky130_fd_sc_hd__nand4_1	6	0.69
sky130_fd_sc_hd__mux2i_1	4	0.74
sky130_fd_sc_hd__ha_1	37	8.5
sky130_fd_sc_hd__nor3_1	8	0.74
sky130_fd_sc_hd__a21oi_2	4	0.65
sky130_fd_sc_hd__a211o_1	4	0.65
sky130_fd_sc_hd__nand2b_1	5	0.58
sky130_fd_sc_hd__a21oi_1	26	2.4
sky130_fd_sc_hd__fa_1	57	21
sky130_fd_sc_hd__o21a_1	9	1.2
sky130_fd_sc_hd__xor2_1	10	1.6
sky130_fd_sc_hd__o21ai_1	4	0.37
sky130_fd_sc_hd__and2_1	120	14
sky130_fd_sc_hd__nor2b_1	8	0.92
sky130_fd_sc_hd__a21o_1	3	0.42
sky130_fd_sc_hd__dlxtn_1	5	1.4
[where the power goes]
group | internal [mW] | switching, mW
Combinational | 0.0229 | 0.0430
Sequential | 0.119 | 0.00738
Clock | 0.0846 | 0.0452
[stage by stage]
stage                     cells  setup WS [ns]  cell area [um2]  hold WS [ns]  total power [mW]
after floorplan             669          10.03             5420         0.457             0.172
after global placement      867           9.11             5980         0.484             0.193
after detailed placement    867           9.06             5980         0.496             0.195
after CTS                   875           8.75             6140         0.507             0.327
after global routing        875           8.60             6140         0.532             0.340
final                       875           8.77             6140         0.506             0.323
[kinds of logic (layout without fill, tap and decap cells)]
kind of cell	Yosys count	after routing	synth area share, %
XOR/XNOR	29	29	4.69
AND-OR/OR-AND	88	88	12.3
buffers and inverters	139	169	9.86
flip-flops	38	38	14.0
adder cells (fa/ha/maj)	94	94	29.6
AND/OR/NAND/NOR	272	272	27.4
latches	5	5	1.39
multiplexers	4	4	0.739
[layout make-up]
| cell class | instances | area share (%) |
|---|---|---|
| flip-flops and latches | 43 | 13.6 |
| inverters | 116 | 7.09 |
| multi-input cells | 487 | 65.9 |
| repair buffers | 45 | 7.09 |
| clock inverters | 3 | 0.652 |
| well taps | 176 | 3.59 |
| clock buffers | 5 | 2.04 |
Power figures rest on the tool's default switching activity, not on a simulated workload.

File: flow/config.mk
export PLATFORM = sky130hd
export DESIGN_NAME = Cascaded_32bit_Adder
export DESIGN_NICKNAME = Cascaded_32bit_Adder
export VERILOG_FILES = /design/flow/design.v
export SDC_FILE = /design/flow/constraint.sdc
export NUM_CORES = 4
export LEC_CHECK = 1
export CORE_AREA = 10 10 108 108
export DIE_AREA = 0 0 118 118
File: flow/constraint.sdc
current_design Cascaded_32bit_Adder

set clk_period 16.2
set clk_io_pct 0.2

create_clock -name clk0 -period $clk_period

set non_clock_inputs [all_inputs -no_clocks]
set_input_delay [expr $clk_period * $clk_io_pct] -clock clk0 $non_clock_inputs
set_output_delay [expr $clk_period * $clk_io_pct] -clock clk0 [all_outputs]
File: flow/design.v
`timescale 1ns / 1ps
module Cascaded_32bit_Adder(
        input [31:0] A,
        input [31:0] B,
        input Cin,
        output [31:0] Sum,
        output Cout
    );
    wire [6:0] C;
    CLA_4bit CLA_4bit_0(A[3:0],   B[3:0],   Cin,  Sum[3:0],   C[0]);
    CLA_4bit CLA_4bit_1(A[7:4],   B[7:4],   C[0], Sum[7:4],   C[1]);
    CLA_4bit CLA_4bit_2(A[11:8],  B[11:8],  C[1], Sum[11:8],  C[2]);
    CLA_4bit CLA_4bit_3(A[15:12], B[15:12], C[2], Sum[15:12], C[3]);
    CLA_4bit CLA_4bit_4(A[19:16], B[19:16], C[3], Sum[19:16], C[4]);
    CLA_4bit CLA_4bit_5(A[23:20], B[23:20], C[4], Sum[23:20], C[5]);
    CLA_4bit CLA_4bit_6(A[27:24], B[27:24], C[5], Sum[27:24], C[6]);
    CLA_4bit CLA_4bit_7(A[31:28], B[31:28], C[6], Sum[31:28], Cout);
endmodule
module CLA_4bit(
        input [3:0] A,
        input [3:0] B,
        input Cin,
        output [3:0] Sum,
        output Cout
    );
    wire [3:0] P;
    wire [3:0] G;
    wire [3:0] C;
    assign P = A ^ B;
    assign G = A & B;
    assign C[0] = Cin;
    assign C[1] = G[0] | (P[0] & C[0]);
    assign C[2] = G[1] | (P[1] & G[0]) | (P[1] & P[0] & C[0]);
    assign C[3] = G[2] | (P[2] & G[1]) | (P[2] & P[1] & G[0]) | (P[2] & P[1] & P[0] & C[0]);
    assign Cout = G[3] | (P[3] & G[2]) | (P[3] & P[2] & G[1]) | (P[3] & P[2] & P[1] & G[0]) | (P[3] & P[2] & P[1] & P[0] & C[0]);
    assign Sum = P ^ C;
endmodule
File: flow/run.sh
#!/bin/bash
# OpenROAD 26Q1-2900-gdf79404cd8, Yosys 0.63+post, stock flow scripts
make -C /OpenROAD-flow-scripts/flow DESIGN_CONFIG=/design/flow/config.mk WORK_HOME=/design/flow/orfs finish
==> CHANGELOG.md <==
### Metrics

- Logic gate share of total power: 1.000
- Antenna Cells: 0
- Area grow syn2layout: 80.5%
- Min Tclk post-route: around 9600 ps
- DRT iter0 DRCs: 99
- Clock share of power: 0
- Critical path arrival: roughly 6400 ps
- Post-CTS Hold Fix Bufs: 0
- DIE AREA: between 10000 and 15000 um^2
- DIE HEIGHT: about 120 um
- Pins Over Slew Limit: 0
- Flop count: 0
- Crit. End Element: output port
- Cell area leaders: ha_1 28%, fa_1 11%, xor2_1 7.4%, xnor2_1 5.6%, a21o_1 5.3%
- Number of global-route vias before repair: 1690
- Req. time, crit path: roughly 13000 ps
- Top cells by count: 32 x ha_1, 14 x a21oi_1, 12 x nand2_1, 12 x xor2_1
- Combinational gate area: 1380 um^2
- Total global routing overflow: 0
- Worst Tran Pin Value: 531 ps
- Hold Vio Cnt, Final: 0
- WL per Instance: 12.8 um
- Via count: 1609
- Unique cell types: approximately 40
- Setup TNS: 0 ps
- Avg Cell Area, Syn: 8.25 um^2
- I/O pin cnt: 98
- Sw frac: 0.355
- Seq/Total Area, Yosys: 0
- I/O Buffers: slightly below 100
- Ys cells: ~170
- HPWL Detailed: 4730 um
- Core outline area: roughly 9300 um^2
- Power, Total: 0.000103 W
- Psw: ~0.000037 W
- GRT Util Overall: 0.0724
- Hold depth: 4
- Mapped Area: ~1400 um^2
- Final std cells w/o fill: between 300 and 400
- Max VDD drop: 0.0165 mV
- Max_cap viols: 0
- Warning count from the yosys run: 0
- Routed WL: 5090 um
- DP Cell Count: roughly 400
- Fin util: 0.276
- Post-CTS setup buffers: 0
- Sequential share of power: 0
- # fillers: between 900 and 1000
- Final setup fails: 0
- RSZ-0062 raised after global routing: no
- Startpoint Class: input pin
- Initial antenna violation count: 0
- Period Utilization, post-route: 0.594
- Post-CTS Resized: 0
- P per Cell Area: 40.2 nW/um^2
- Chip width: approximately 120 um
- Status: completed
- First-pass GRT wire length: about 8500 um
- Drt drc: 0
- Chip Area, Yosys: between 1000 and 1500 um^2
- Hold WC Path Type: input pin to output port
- Tally of OpenROAD warnings: 32
- Dpl ws: between 6000 and 7000 ps
- PnR worst setup slack: 6580 ps
- Mapped Cells: about 170
- Pint: around 0.000066 W
- Total of clock buffers placed in the layout: 0
- F_max: between 0.1 and 0.15 GHz
- Largest net degree at the start of global routing: 8
- Top-area cell share: 0.282
- Layout cell share with drive strength beyond 1: 0.0370
- RePlAce Congestion: between 0.7 and 0.8
- Core Density at Floorplan: 0.153
- Leak Pwr: 1.08 nW
- Count leader, synth: ha_1
- Relative slew slack: 0.642
- TritonRoute pass-1 iters: 4
- Setup CP Type: input pin to output port
- DRT antenna net count: 0
- Row count: 35
- Via density: 4.03
- Crit Path Max Fanout: 6
- Reg area: 0 um^2
- Largest area contributor in the netlist: ha_1
## layer usage
layer	wire length (um)	share of wire	track usage	vias to the layer above
met5	0	0	0	-
met4	37	0.0073	0.00464	0
met3	312	0.061	0.0175	2
met2	2400	0.47	0.120	49
met1	2350	0.46	0.0967	712
li1	-	-	-	846
## cell families (layout without fill, tap and decap cells)
family | Yosys count | after routing | share of synthesized area
xor+xnor | 21 | 21 | 0.130
simple gates | 41 | 41 | 0.146
compound gates | 60 | 60 | 0.303
fa+ha+maj | 40 | 40 | 0.395
buf+inv | 10 | 108 | 0.0265
## critical path, stage by stage
cell and delay (ps):
clkdlybuf4s50_1 400, ha_1 360, a21oi_1 320, o21ai_0 170
a2111oi_2 280, a211oi_1 170, o211ai_2 280, nand2_1 110
fa_1 380, xor2_1 170, clkdlybuf4s50_1 480
## path summary, 6_finish.rpt
kind                   from      end
worst min-delay path   B[2]   Sum[2]
worst max-delay path  A[13]  Sum[29]
## final cells by class
type                            count  area share
Tap cell                          129      0.0630
Timing Repair Buffer               98       0.383
Inverter                           10      0.0147
Multi-Input combinational cell    162       0.539
## cell usage in the layout, fill, tap and decap left out, types with 4 or more instances in the layout
cell type        count
xnor2_1              9
o21ai_0             10
fa_1                 8
xor2_1              12
ha_1                32
nor2_1               8
nand2_1             12
inv_1               10
a21oi_1             14
a21o_1              10
o21bai_1             4
nand4_1              5
nand3_1              6
clkdlybuf4s50_1     98
## power groups by stage
| stage | clock network, W | logic (W) | registers [W] |
|---|---|---|---|
| 6_report | 0 | 0.000103 | 0 |
| 5_1_grt | 0 | 0.000115 | 0 |
| 4_1_cts | 0 | 0.000105 | 0 |
## metrics by stage
step	hold slack (ps)	cell area [um^2]
detailed placement	7570	2560
finish	7570	2560
floorplan	6590	1420
global route	7610	2560
global placement	7570	2560
CTS	7580	2560
No activity file was given, so power comes from the tool's default toggle rates.
